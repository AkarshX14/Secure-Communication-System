## /design/flow/run.sh

```bash
#!/bin/bash
# OpenROAD 26Q1-2900-gdf79404cd8, Yosys 0.63+post, stock flow scripts
make -C /OpenROAD-flow-scripts/flow DESIGN_CONFIG=/design/flow/config.mk WORK_HOME=/design/flow/orfs finish
```

## /design/flow/config.mk

```make
export PLATFORM = sky130hd
export DESIGN_NAME = uart_full_duplex_bridge
export DESIGN_NICKNAME = uart_full_duplex_bridge
export VERILOG_FILES = /design/flow/design.v
export SDC_FILE = /design/flow/constraint.sdc
export NUM_CORES = 4
export LEC_CHECK = 1
export CORE_UTILIZATION = 40
```

## /design/flow/constraint.sdc

```tcl
current_design uart_full_duplex_bridge

set clk_period 4.1
set clk_io_pct 0.2

create_clock -name clk0 -period $clk_period [get_ports {clk}]

set non_clock_inputs [all_inputs -no_clocks]
set_input_delay [expr $clk_period * $clk_io_pct] -clock clk0 $non_clock_inputs
set_output_delay [expr $clk_period * $clk_io_pct] -clock clk0 [all_outputs]
```

## /design/flow/design.v

```verilog
`timescale 1ns / 1ps
module uart_rx #(parameter BAUD_RATE = 115200, CLOCK_FREQ = 200000000)(
    input clk,
    input rst,
    input rx,
    output reg rx_data_valid,
    output reg [7:0] rx_data
);
    localparam BAUD_COUNT = 10;
    reg [15:0] baud_counter = 0;
    reg [3:0] bit_index = 0;
    reg [7:0] shift_reg;
    reg rx_busy = 0;
    always @(posedge clk or posedge rst) begin
        if (rst) begin
            rx_data_valid <= 0;
            rx_busy <= 0;
            baud_counter <= 0;
           end 
        else if (!rx_busy && !rx) begin  
            rx_busy <= 1;
            baud_counter <= 0; 
            bit_index <= 0;
          end 
        else if (rx_busy) begin
              if (baud_counter < BAUD_COUNT+1) begin
                 baud_counter <= baud_counter + 1;
                end 
              else begin
                  baud_counter <= 0;
                    if (bit_index < 8)
                       shift_reg[bit_index] <= rx;
                     else begin
                       rx_data <= shift_reg;
                       rx_data_valid <= 1;
                       rx_busy <= 0;
                     end
                   bit_index <= bit_index + 1;
                 end
        end 
        else begin
              rx_data_valid <= 0;
             end
    end
endmodule
`timescale 1ns / 1ps
module uart_tx #(parameter BAUD_RATE = 115200, CLOCK_FREQ = 200000000)(
    input clk,
    input rst,
    input tx_start,               
    input [7:0] tx_data,     
    output reg tx,               
    output reg tx_busy,        
        output reg [15:0] baud_counter,
        output reg [3:0] bit_index,
             output reg [9:0] shift_reg
  );
    localparam BAUD_COUNT = 10;  
    reg [15:0] baud_counter = 0;            
    reg [3:0] bit_index = 0;                
    reg [9:0] shift_reg;
    always @(posedge clk or posedge rst) begin
        if (rst) begin
            tx_busy <= 0;
            tx <= 1;
            baud_counter <= 0;
        end 
        else if (tx_start && !tx_busy) begin
            shift_reg <= {1'b1, tx_data, 1'b0};  
            tx_busy <= 1;
            bit_index <= 0;
            baud_counter <= 0;
        end 
        else if (tx_busy) begin
            if (baud_counter < BAUD_COUNT) begin
                baud_counter <= baud_counter + 1;
            end 
            else begin
                baud_counter <= 0;
                tx <= shift_reg[0];
                shift_reg <= {1'b1, shift_reg[9:1]};
                if (bit_index == 9) begin
                    tx_busy <= 0;
                end 
                else begin
                    bit_index <= bit_index + 1;
                end
            end
        end
    end
endmodule
`timescale 1ns / 1ps
module uart_full_duplex_bridge(
    input clk,
    input rst,
    input UART_rxd,          
    output UART_txd,         
    input pmod_rx,           
    output pmod_tx           
);
    wire [7:0] rx_data_pc;
    wire rx_data_valid_pc;
    uart_rx uart_rx_pc(
        .clk(clk),
        .rst(rst),
        .rx(UART_rxd),
        .rx_data_valid(rx_data_valid_pc),
        .rx_data(rx_data_pc)
    );
    wire [7:0] rx_data_pmod;
    wire rx_data_valid_pmod;
    uart_rx uart_rx_pmod(
        .clk(clk),
        .rst(rst),
        .rx(pmod_rx),
        .rx_data_valid(rx_data_valid_pmod),
        .rx_data(rx_data_pmod)
    );
    reg [7:0] tx_data_pmod;
    reg tx_start_pmod;
    wire tx_busy_pmod;
    uart_tx uart_tx_pmod(
        .clk(clk),
        .rst(rst),
        .tx_start(tx_start_pmod),
        .tx_data(tx_data_pmod),
        .tx(pmod_tx),
        .tx_busy(tx_busy_pmod)
    );
    reg [7:0] tx_data_pc;
    reg tx_start_pc;
    wire tx_busy_pc;
    uart_tx uart_tx_pc(
        .clk(clk),
        .rst(rst),
        .tx_start(tx_start_pc),
        .tx_data(tx_data_pc),
        .tx(UART_txd),
        .tx_busy(tx_busy_pc)
    );
    always @(posedge clk or posedge rst) begin
        if (rst) begin
            tx_start_pmod <= 0;
            tx_data_pmod <= 8'd0;
        end else begin
            tx_start_pmod <= 0;
            if (rx_data_valid_pc && !tx_busy_pmod) begin
                tx_data_pmod <= rx_data_pc;
                tx_start_pmod <= 1;
            end
        end
    end
    always @(posedge clk or posedge rst) begin
        if (rst) begin
            tx_start_pc <= 0;
            tx_data_pc <= 8'd0;
        end else begin
            tx_start_pc <= 0;
            if (rx_data_valid_pmod && !tx_busy_pc) begin
                tx_data_pc <= rx_data_pmod;
                tx_start_pc <= 1;
            end
        end
    end
endmodule
```

==> flow_summary.json <==
{
  "cts_tree": "yes",
  "min_period_ns": 2.521,
  "openroad.warnings": 35,
  "p_comb_frac": 0.208,
  "ys_area_um2": 6778,
  "synth-edff-count": 66,
  "wl_per_cell_um": 12.96,
  "status": "completed",
  "htreeDepth": 4,
  "p_seq_frac": 0.466,
  "drv_slew": 0,
  "tns_ns": 0,
  "gp_congestion": 0.8264,
  "powerDensity_nw_per_um2": 627.7,
  "peakVddDrop_uv": 281.2,
  "period_used_share": 0.6150,
  "clk_pin_slew_ns": 0.05,
  "switching_share": 0.2762,
  "area_delta_synth_final_pct": 13.29,
  "ys_cells": 539,
  "ys.flop_type": "dfrtp_1",
  "crit_arrival_ns": 2.66,
  "pwr-share-clk": 0.326,
  "cts_buffer_depth": 2,
  "post-dp-hpwl_mm": 6.912,
  "grt_first_pass_wirelength_mm": 18.62,
  "cts_root_buf": "clkbuf_16",
  "grt_use_total": 0.1358,
  "synth_flops": 156,
  "required_ns": 4.24,
  "dr.pass1.iters": 4,
  "worstSetupStartpointType": "primary input",
  "rsz0062_at_grt": "no",
  "cts_resized": 0,
  "die_h_um": 132.2,
  "numPortBuffers": 5,
  "diodes": 0,
  "p_leak_nw": 3.195,
  "internal_power_mw": 3.489,
  "fillers": 1426,
  "dr.first_iter.drc_count": 277,
  "max_freq_ghz": 0.3966,
  "clock.latency.late_pin_ns": 0.42,
  "avgSynthCellArea_um2": 12.57,
  "routed-via-count": 3919,
  "relSlewSlack": 0.4584,
  "hold_viol": 0,
  "utilization": 0.4630,
  "drv_cap": 0,
  "die_area_um2": 17470,
  "post_drt_via_cell_ratio": 5.005,
  "rows": 47,
  "ys_types": 60,
  "overflow": 0,
  "synthCells": 539,
  "first_global_vias": 3940,
  "crit_fanout": 22,
  "yosys_warnings": 3,
  "drc": 0,
  "grt_antenna_before_repair": 0,
  "dieWidth_um": 132.2,
  "ys_seq_share": 0.6251,
  "grt_max_degree": 44,
  "ios": 6,
  "hp-class": "flip-flop to flip-flop",
  "cts_buffers": 17,
  "async_reset_ff_frac": 0.5769,
  "cts.sinks": 156,
  "drt-total-wl_mm": 10.15,
  "clock_skew_ns": 0.009171,
  "ctsHoldBuffers": 0,
  "p_sw_mw": 1.331,
  "fp_util": 0.4087,
  "criticalPathCategory": "primary input to flip-flop",
  "end_kind": "flip-flop",
  "ant_nets": 0,
  "tightest_slew_ns": 0.8107,
  "setup_viol": 0,
  "postCtsSetupBuffers": 0,
  "drive_gt1_frac": 0.1403,
  "core-area_um2": 16580,
  "syn-cell-area_um2": 6778
}
==> final timing paths <==
kind	from	depth (start not counted)	slack, ns	to
max	rst	3	1.58	uart_rx_pc.rx_data[5]
min	uart_rx_pmod.shift_reg[3]	0	0.46	uart_rx_pmod.rx_data[3]
max reg2reg	uart_rx_pmod.bit_index[0]	5	1.81	uart_rx_pmod.shift_reg[4]
min reg2reg	uart_rx_pmod.shift_reg[3]	0	0.46	uart_rx_pmod.rx_data[3]
max in group asynchronous	rst	4	1.66	uart_tx_pc.tx
min in group asynchronous	rst	2	1.17	tx_data_pmod[3]
==> cell usage in the layout, fill, tap and decap left out, types with 7 or more instances in the layout <==
cell and count:
a21oi_1 11, and2_1 18, and3_1 14, buf_4 7
clkbuf_16 20, dfrtp_1 88, edfxtp_1 66, ha_1 18
inv_1 12, mux2_2 30, nand2_1 49, nand3_1 12
nand3b_1 9, nand4_1 7, nor2_1 52, nor2b_1 9
nor3_1 10, nor4_1 12, o21ai_0 7, o2bb2ai_1 7
xnor2_1 10, xor2_1 10
==> per-layer routing <==
metal  vias up  track usage  share of wire
met4         0      0.01788          0.016
met3        11      0.04358          0.042
li1       1971            -              -
met1      1878       0.2231           0.51
met2        59       0.1934           0.43
met5         -            0              0
==> cells in the mapped netlist (2+ instances only) <==
cell type	count	area, um2
a21boi_1	2	15.01
ha_1	18	225.2
dfstp_2	2	52.55
clkbuf_1	11	41.29
a21o_1	4	30.03
a22o_1	6	52.55
xor2_1	10	87.58
a21oi_1	11	55.05
xnor2_1	10	87.58
mux2_2	30	337.8
nand2_1	49	183.9
o2bb2ai_1	7	61.31
edfxtp_1	66	1982
o21a_1	5	37.54
nor3_1	10	50.05
nand3_1	12	60.06
and4b_1	3	30.03
nand3b_1	9	67.56
and2_1	18	112.6
a31oi_1	5	31.28
a21boi_0	2	15.01
nor4_1	12	75.07
dfrtp_1	88	2202
buf_2	7	35.03
nand4_1	7	43.79
o211a_1	2	20.02
o21ba_2	2	20.02
nor4b_1	2	17.52
and4_1	6	52.55
nand2b_1	3	18.77
and3_1	14	87.58
nor2_1	52	195.2
inv_1	13	48.80
nor2b_1	9	56.30
o21ai_0	7	35.03
==> cell type report <==
cell class | instances | area, um2 | area share
well taps | 220 | 275.3 | 0.03585
flip-flops and latches | 156 | 4237 | 0.5517
clock inverters | 6 | 80.08 | 0.01043
inverters | 13 | 50.05 | 0.006518
multi-input cells | 350 | 2401 | 0.3127
repair buffers | 12 | 102.6 | 0.01336
clock buffers | 26 | 533.0 | 0.06942
==> power groups by stage <==
| stage | logic [mW] | clock network (mW) | registers [mW] |
|---|---|---|---|
| 4_1_cts | 1.01 | 1.61 | 2.25 |
| 5_1_grt | 1.14 | 1.69 | 2.30 |
| 6_report | 1.00 | 1.57 | 2.25 |
==> through the flow <==
step	hold WS [ns]	setup slack (ns)	power (mW)	std cells	instance area (um2)
2_1_floorplan	0.4197	0.2655	3.035	539	6778
4_1_cts	0.4616	1.456	4.876	783	7679
6_report	0.4557	1.579	4.819	783	7679
3_5_place_dp	0.4479	1.007	3.280	751	7066
3_3_place_gp	0.4433	1.124	3.245	751	7066
5_1_grt	0.4736	1.350	5.131	783	7679
==> logic make-up after synthesis <==
family          count (synthesis)  synth area share
compound gates                 69           0.08123
simple gates                  212            0.1619
mux                            31           0.05206
buf+inv                        33           0.02068
xor+xnor                       20           0.02584
fa+ha+maj                      18           0.03323
flops                         156            0.6251
==> worst max-delay path, stage by stage <==
cell             delay [ns]
clkdlybuf4s50_1        0.86
clkinv_2               0.50
and4_1                 0.46
No activity file was given, so power comes from the tool's default toggle rates.
