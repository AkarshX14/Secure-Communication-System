## design/flow/run.sh

```bash
#!/bin/bash
# OpenROAD 26Q1-2900-gdf79404cd8, Yosys 0.63+post, stock flow scripts
make -C /OpenROAD-flow-scripts/flow DESIGN_CONFIG=/design/flow/config.mk WORK_HOME=/design/flow/orfs finish
```

## design/flow/config.mk

```make
export PLATFORM = sky130hd
export DESIGN_NAME = fpga2_uart_simplex_rx_top
export DESIGN_NICKNAME = fpga2_uart_simplex_rx_top
export VERILOG_FILES = /design/flow/design.v
export SDC_FILE = /design/flow/constraint.sdc
export NUM_CORES = 4
export LEC_CHECK = 1
export CORE_UTILIZATION = 30
```

## design/flow/constraint.sdc

```tcl
current_design fpga2_uart_simplex_rx_top

set clk_period 2.5
set clk_io_pct 0.2

create_clock -name clk0 -period $clk_period [get_ports {clk}]

set non_clock_inputs [all_inputs -no_clocks]
set_input_delay [expr $clk_period * $clk_io_pct] -clock clk0 $non_clock_inputs
set_output_delay [expr $clk_period * $clk_io_pct] -clock clk0 [all_outputs]
```

## design/flow/design.v

```verilog
`timescale 1ns / 1ps
module uart_rx #(parameter BAUD_RATE = 115200, CLOCK_FREQ = 200000000)(
    input clk,
    input rst,
    input rx,
    output reg rx_data_valid,
    output reg [7:0] rx_data
);
    localparam BAUD_COUNT = 10;
    reg [15:0] baud_counter = 0;
    reg [3:0] bit_index = 0;
    reg [7:0] shift_reg;
    reg rx_busy = 0;
    always @(posedge clk or posedge rst) begin
        if (rst) begin
            rx_data_valid <= 0;
            rx_busy <= 0;
            baud_counter <= 0;
           end 
        else if (!rx_busy && !rx) begin  
            rx_busy <= 1;
            baud_counter <= 0; 
            bit_index <= 0;
          end 
        else if (rx_busy) begin
              if (baud_counter < BAUD_COUNT+1) begin
                 baud_counter <= baud_counter + 1;
                end 
              else begin
                  baud_counter <= 0;
                    if (bit_index < 8)
                       shift_reg[bit_index] <= rx;
                     else begin
                       rx_data <= shift_reg;
                       rx_data_valid <= 1;
                       rx_busy <= 0;
                     end
                   bit_index <= bit_index + 1;
                 end
        end 
        else begin
              rx_data_valid <= 0;
             end
    end
endmodule
`timescale 1ns / 1ps
module uart_tx #(parameter BAUD_RATE = 115200, CLOCK_FREQ = 200000000)(
    input clk,
    input rst,
    input tx_start,               
    input [7:0] tx_data,     
    output reg tx,               
    output reg tx_busy,        
        output reg [15:0] baud_counter,
        output reg [3:0] bit_index,
             output reg [9:0] shift_reg
  );
    localparam BAUD_COUNT = 10;  
    reg [15:0] baud_counter = 0;            
    reg [3:0] bit_index = 0;                
    reg [9:0] shift_reg;
    always @(posedge clk or posedge rst) begin
        if (rst) begin
            tx_busy <= 0;
            tx <= 1;
            baud_counter <= 0;
        end 
        else if (tx_start && !tx_busy) begin
            shift_reg <= {1'b1, tx_data, 1'b0};  
            tx_busy <= 1;
            bit_index <= 0;
            baud_counter <= 0;
        end 
        else if (tx_busy) begin
            if (baud_counter < BAUD_COUNT) begin
                baud_counter <= baud_counter + 1;
            end 
            else begin
                baud_counter <= 0;
                tx <= shift_reg[0];
                shift_reg <= {1'b1, shift_reg[9:1]};
                if (bit_index == 9) begin
                    tx_busy <= 0;
                end 
                else begin
                    bit_index <= bit_index + 1;
                end
            end
        end
    end
endmodule
`timescale 1ns / 1ps
module fpga2_uart_simplex_rx_top(
    input clk,
    input rst,
    input uart_rx_pmod,       
    output UART_txd           
);
    wire [7:0] rx_data;
    wire rx_data_valid;
    reg [7:0] tx_data;
    reg tx_start;
    wire tx_busy;
    uart_rx uart_rx_pmod_inst(
        .clk(clk),
        .rst(rst),
        .rx(uart_rx_pmod),
        .rx_data_valid(rx_data_valid),
        .rx_data(rx_data)
    );
    uart_tx uart_tx_pc(
        .clk(clk),
        .rst(rst),
        .tx_start(tx_start),
        .tx_data(tx_data),
        .tx(UART_txd),
        .tx_busy(tx_busy)
    );
    always @(posedge clk or posedge rst) begin
        if (rst) begin
            tx_start <= 0;
            tx_data <= 8'd0;
        end else begin
            tx_start <= 0;
            if (rx_data_valid && !tx_busy) begin
                tx_data <= rx_data;
                tx_start <= 1;
            end
        end
    end
endmodule
```

==> results.json <==
{
  "rr_worst_depth": 6,
  "postLayoutCoreUtil_pct": 35.2,
  "yosys_most_used_dff": "dfrtp_1",
  "ys_seq_share_pct": 62.5,
  "vias_per_cell": 4.61,
  "r2r-end": "uart_rx_pmod_inst.shift_reg[6]",
  "yosys_warnings": 3,
  "top_area_cell": "dfrtp_1",
  "postRouteAntennaNets": 0,
  "tool_warnings": 30,
  "crit_type": "flip-flop to flip-flop",
  "top_cell_area_share_pct": 32.5,
  "startpoint_type": "flip-flop",
  "wl_mm": 4.99,
  "worst_clock_skew_ns": 0.00629,
  "fp.dieW_um": 108,
  "setup_tns_ns": 0,
  "cts_buffer_depth": 2,
  "placedCellCount": 406,
  "grt_pass1_wl_mm": 9.21,
  "synthToLayoutAreaGrowth_pct": 13.6,
  "synthArstFlopShare_pct": 57.7,
  "synth_cell_types": 49,
  "leakage_uw": 0.00155,
  "min_path_type": "flip-flop to flip-flop",
  "htree_levels": 3,
  "reg2reg_setup_slack_ns": 0.52,
  "cts_tree": "done",
  "final_hold_viol_count": 0,
  "fmax_mhz": 505,
  "status": "completed",
  "firstDrtPassIters": 4,
  "portBuffers": 3,
  "cts_buffers": 9,
  "ys_area_sq_mm": 0.00339,
  "ys_ff": 78,
  "endpoint_kind": "flip-flop",
  "postCtsSetupBuffers": 0,
  "yosys_cells": 266,
  "synth.top_cells.by_count": "dfrtp_1 (44), edfxtp_1 (33), nor2_1 (26), mux2_2 (18), and2_1 (15)",
  "worst_hold_path.endpoint": "uart_rx_pmod_inst.rx_data[7]",
  "min_period_ns": 1.98,
  "clk_latency_ns": 0.33,
  "clk_pin_slew_worst_paths_ns": 0.05,
  "path_max_fanout": 7,
  "edf_count": 33,
  "rows": 38,
  "min_path_cells": 0,
  "cts.sinks": 78,
  "track_usage_pct": 10.1,
  "synthCells": 266,
  "power_density_mw_per_mm2": 961,
  "drt_iter0_markers": 73,
  "vias": 1944,
  "ir_worst_vdd_uv": 438,
  "ios": 4,
  "nFillCells": 1077,
  "grt_max_degree": 37,
  "top_cell": "dfrtp_1",
  "diodes": 0,
  "syn_avg_cell_area_sq_um": 12.7,
  "die_h_um": 108,
  "gp_congestion": 0.797,
  "grt_overflow_total": 0,
  "synthTopCellsByArea": "dfrtp_1 (32%), edfxtp_1 (29%), mux2_2 (6.0%)",
  "finalSetupViolCount": 0,
  "chipArea_sq_mm": 0.0117,
  "dp_hpwl_mm": 3.48,
  "grt_pass1_vias": 1965,
  "cts_hold_buf": 0,
  "drive_gt1_share_pct": 16.0,
  "period_used_pct": 79.2,
  "cp.arrival_ns": 2.11,
  "slew_headroom_pct": 52.4,
  "worstHoldStart": "uart_rx_pmod_inst.shift_reg[7]",
  "worst_pin_slew_ns": 0.713,
  "regArea_sq_mm": 0.00212,
  "drcViolationCount": 0,
  "fin_cells": 422,
  "logic_area_sq_mm": 0.00118,
  "syn-cell-area_sq_mm": 0.00339,
  "coreArea_sq_mm": 0.0109,
  "rsz0062_at_grt": "no",
  "worst_ep_required_time_ns": 2.63,
  "avgRoutedWirePerCell_um": 11.8,
  "cts_resized": 0,
  "reg2reg_from": "uart_rx_pmod_inst.bit_index[1]",
  "clockRootBuffer": "clkbuf_16",
  "drv_slew": 0,
  "maxCapViolCount": 0,
  "grt_antenna_before_repair": 0,
  "fp_util_pct": 31.0
}
[cell families (layout without fill, tap and decap cells)]
group | count (synthesis) | in the layout | share of synthesized area (%)
AND-OR/OR-AND | 36 | 36 | 7.72
XOR/XNOR | 9 | 9 | 2.33
adder cells (fa/ha/maj) | 9 | 9 | 3.32
buffers and inverters | 19 | 35 | 2.69
flip-flops | 78 | 78 | 62.5
multiplexers | 19 | 19 | 6.31
AND/OR/NAND/NOR | 96 | 96 | 15.1
[per-layer routing]
layer  track usage [%]  wire length [um]  up-vias
li1                  -                 -      981
met3              2.33               167        8
met2              14.5              2130       21
met1              16.6              2600      934
met5                 0                 0        -
met4              1.54                95        0
[per-stage QoR]
stage	hold WS (ns)	setup WS, ns	instance area, sq um	power [uW]
CTS	0.455	0.505	3850	3750
global placement	0.441	0.434	3580	2570
detailed placement	0.443	0.421	3580	2580
global route	0.465	0.330	3850	3940
finish	0.449	0.521	3850	3700
floorplan	0.420	0.205	3390	2410
[placed cells by master (no fill, tap or decap), drive strengths merged, types with 6 or more instances in the layout]
cell type and count:
clkbuf 12, xnor2 6, nand3 8, dfrtp 44, mux2 19, nand2 13, edfxtp 33, o21ai 7
and2 15, nor2 26, ha 9, nor4 6, inv 11, nor2b 7
[worst max-delay path: stages, from the launching register on]
cell and delay, ns:
edfxtp_1 0.49, inv_1 0.12, ha_1 0.19, nor2b_1 0.22
a21oi_1 0.16, mux2_2 0.32, o32ai_1 0.29
[report_power, final]
group	switching (uW)	total [uW]	internal, uW
registers	171	1810	1640
logic	394	747	353
clock network	453	1150	694
[cell type report]
cell class	instances	share of cell area [%]
clock buffer	12	6.40
tap	140	4.55
inverter	11	1.07
timing repair buffer	8	1.75
clock inverter	4	0.552
multi-input combinational	169	30.6
sequential	78	55.0
[worst max path at each step]
stage	startpoint	to	slack [ns]	depth (start not counted)
final	uart_rx_pmod_inst.bit_index[1]	uart_rx_pmod_inst.shift_reg[6]	0.52	6
after global routing	uart_rx_pmod_inst.bit_index[1]	uart_rx_pmod_inst.shift_reg[0]	0.33	6
after CTS	uart_rx_pmod_inst.bit_index[1]	uart_rx_pmod_inst.shift_reg[0]	0.50	6
Power figures rest on the tool's default switching activity, not on a simulated workload.
