==> flow/design.v <==
`timescale 1ns / 1ps
module uart_rx #(parameter BAUD_RATE = 115200, CLOCK_FREQ = 200000000)(
    input clk,
    input rst,
    input rx,
    output reg rx_data_valid,
    output reg [7:0] rx_data
);
    localparam BAUD_COUNT = 10;
    reg [15:0] baud_counter = 0;
    reg [3:0] bit_index = 0;
    reg [7:0] shift_reg;
    reg rx_busy = 0;
    always @(posedge clk or posedge rst) begin
        if (rst) begin
            rx_data_valid <= 0;
            rx_busy <= 0;
            baud_counter <= 0;
           end 
        else if (!rx_busy && !rx) begin  
            rx_busy <= 1;
            baud_counter <= 0; 
            bit_index <= 0;
          end 
        else if (rx_busy) begin
              if (baud_counter < BAUD_COUNT+1) begin
                 baud_counter <= baud_counter + 1;
                end 
              else begin
                  baud_counter <= 0;
                    if (bit_index < 8)
                       shift_reg[bit_index] <= rx;
                     else begin
                       rx_data <= shift_reg;
                       rx_data_valid <= 1;
                       rx_busy <= 0;
                     end
                   bit_index <= bit_index + 1;
                 end
        end 
        else begin
              rx_data_valid <= 0;
             end
    end
endmodule
`timescale 1ns / 1ps
module uart_tx #(parameter BAUD_RATE = 115200, CLOCK_FREQ = 200000000)(
    input clk,
    input rst,
    input tx_start,               
    input [7:0] tx_data,     
    output reg tx,               
    output reg tx_busy,        
        output reg [15:0] baud_counter,
        output reg [3:0] bit_index,
             output reg [9:0] shift_reg
  );
    localparam BAUD_COUNT = 10;  
    reg [15:0] baud_counter = 0;            
    reg [3:0] bit_index = 0;                
    reg [9:0] shift_reg;
    always @(posedge clk or posedge rst) begin
        if (rst) begin
            tx_busy <= 0;
            tx <= 1;
            baud_counter <= 0;
        end 
        else if (tx_start && !tx_busy) begin
            shift_reg <= {1'b1, tx_data, 1'b0};  
            tx_busy <= 1;
            bit_index <= 0;
            baud_counter <= 0;
        end 
        else if (tx_busy) begin
            if (baud_counter < BAUD_COUNT) begin
                baud_counter <= baud_counter + 1;
            end 
            else begin
                baud_counter <= 0;
                tx <= shift_reg[0];
                shift_reg <= {1'b1, shift_reg[9:1]};
                if (bit_index == 9) begin
                    tx_busy <= 0;
                end 
                else begin
                    bit_index <= bit_index + 1;
                end
            end
        end
    end
endmodule
`timescale 1ns / 1ps
module fpga1_uart_simplex_tx_top(
    input clk,
    input rst,
    input UART_rxd,           
    output uart_tx_pmod       
);
    wire [7:0] rx_data;
    wire rx_data_valid;
    reg [7:0] tx_data;
    reg tx_start;
    wire tx_busy;
    uart_rx uart_rx_pc(
        .clk(clk),
        .rst(rst),
        .rx(UART_rxd),
        .rx_data_valid(rx_data_valid),
        .rx_data(rx_data)
    );
    uart_tx uart_tx_pmod_inst(
        .clk(clk),
        .rst(rst),
        .tx_start(tx_start),
        .tx_data(tx_data),
        .tx(uart_tx_pmod),
        .tx_busy(tx_busy)
    );
    always @(posedge clk or posedge rst) begin
        if (rst) begin
            tx_start <= 0;
            tx_data <= 8'd0;
        end else begin
            tx_start <= 0;
            if (rx_data_valid && !tx_busy) begin
                tx_data <= rx_data;
                tx_start <= 1;
            end
        end
    end
endmodule
==> flow/run.sh <==
#!/bin/bash
# OpenROAD 26Q1-2900-gdf79404cd8, Yosys 0.63+post, stock flow scripts
make -C /OpenROAD-flow-scripts/flow DESIGN_CONFIG=/design/flow/config.mk WORK_HOME=/design/flow/orfs finish
==> flow/config.mk <==
export PLATFORM = sky130hd
export DESIGN_NAME = fpga1_uart_simplex_tx_top
export DESIGN_NICKNAME = fpga1_uart_simplex_tx_top
export VERILOG_FILES = /design/flow/design.v
export SDC_FILE = /design/flow/constraint.sdc
export NUM_CORES = 4
export LEC_CHECK = 1
export CORE_UTILIZATION = 40
==> flow/constraint.sdc <==
current_design fpga1_uart_simplex_tx_top

set clk_period 2.5
set clk_io_pct 0.2

create_clock -name clk0 -period $clk_period [get_ports {clk}]

set non_clock_inputs [all_inputs -no_clocks]
set_input_delay [expr $clk_period * $clk_io_pct] -clock clk0 $non_clock_inputs
set_output_delay [expr $clk_period * $clk_io_pct] -clock clk0 [all_outputs]
==> COMMIT_EDITMSG <==
Store results of the implementation flow

- In the final layout, the share of cells above drive strength 1 is 16.0%.
- Maximum clock insertion buffer count: 2
- Number of buffers added by the clock tree synthesis step: 9
- Via count: 1906
- The worst setup path is captured at a flop.
- Outcome: completed
- The cell-mix breakdown from Yosys lists the simple-gate area share as 15.1%.
- Per the placement log, port buffering inserted 3 buffers.
- Register area share after synthesis: 62.5%
- Fill count: 726
* Arrival @ worst endpoint: 2.05 ns
* Mapped cell area: 3390 µm²
- Storage element area: 2120 µm²
- Along the worst path, the maximum fanout reaches 7.
* GR met2 Demand/Resource: 19.6%
* Clk ins delay skew pair: 0.34 ns
- Per the detail_route report, DRC violations left total 0.
* Global-route met1 utilization: 24.1%
* Post-synth mux share: 6.31%
- The launch point of the worst register-to-register path is recorded as uart_rx_pc.bit_index[1].
* Power per standard cell area: 954 nW/µm²
- Count of cells resized by post-cts repair: 0
- Post-cts hold buffer count: 0
- Synthesized netlist cell count: 266
* Final core utilization: 45.8%
- Log Warnings: 30
* Total grt overflow: 0
* Post-Synth AOI/OAI Area: 7.72%
- Routability-driven placement congestion ratio: 0.810
* Final cell count without fillers: 386
- Met3 routing resource usage after global routing: 3.62%
- The biggest area contributor in the post-synthesis netlist is sky130_fd_sc_hd__dfrtp_1.
- Xor and xnor fraction of the mapped netlist area: 2.33%
* MI comb area: 1180 µm²
* CP Launch Point: uart_rx_pc.bit_index[1]
- Wire length after detailed routing: 5100 µm
- Adding up every negative setup slack in the final design gives 0 ns.
* Area growth from synthesis to layout: 11.0%
- First drt pass iteration count: 4
- Post-route cell area: 3760 µm²
- Total global-route track usage over all layers is 14.0%.
* Count of cell types in the netlist: 49
- In this run, the number of DRC markers left after iteration 0 of detailed routing was 73.
- Die height: 94.1 µm
- In the floorplan report the effective utilization is 41.3%.
* Final period util: 78.9%
- The wire-length estimate of the detail-placed layout is 3470 µm.
- Entering global routing, the biggest net connects 41 pins.
- Area share of the largest cell type after synthesis: 32.5%
- The global routing stage identified its most utilized layer as met1.
- After detailed routing, the average wire length per cell comes to 13.2 µm.
* Fraction of registers with async set/reset: 57.7%
- Top achievable clock speed: 507 MHz
- Kind of critical path: flop to flop
- The synthesized netlist has a Yosys-reported chip area of 3390 µm².
- Number of violations of the max-capacitance limit: 0
- Worst R2R End: uart_rx_pc.shift_reg[4]
- The pin closest to its max-slew limit shows a slew of 0.701 ns.
- The worst-case max-slew headroom was logged as 53.1%.
* Cell Count Post-Placement: 370
* Top flip-flop cell by instance count after synthesis: sky130_fd_sc_hd__dfrtp_1
- In this run, synthesis inferred 33 flip-flops with an integrated enable.
- After Yosys synthesis, full adders, half adders and majority gates account for 3.32% of the synthesized area.
- The floorplan step set the die width to 94.1 µm.
- CTS built an H-tree with a depth of 3.
* Global-route wire length before repair: 9230 µm
- Per-instance average area after synthesis: 12.7 µm²
- Setup repair after global routing missed its margin: no
- On the final layout, the worst clock skew is 0.00974 ns.
* Number of synthesis warnings: 3
* Leakage power of the design: 1.53 nW
- Total clock sinks: 78
- Cell area after placement: 3530 µm²
* Clock period minus worst slack: 1.97 ns
- The final power report lists total power as 0.00359 W.
* Boundary Pins: 4
- Clock tree from TritonCTS: yes
- The routed design shows a via density per instance of 4.94.
* Yosys cell count: 266
* Clock transition at the register clock pins on the worst setup and hold paths after CTS: 0.07 ns
- The final hold violation count recorded for this run is 0.
- The path class of the tightest hold or removal check is flop to flop.
- In the final report, the number of pins over their slew limit comes to 0.
- Vias in the first global route: 1908
- For reference, the placement row count at floorplan is 33.
- The number of antenna violations at the first check in global routing came to 0.
- Post-CTS repair timing setup buffer count: 0
- Buffer cell driving the clock tree root: sky130_fd_sc_hd__clkbuf_8
* Post-synthesis register bit count: 78
* Number of antenna cells inserted: 0
- Full die area: 8850 µm²
- Looking at the gate-level netlist, the highest instance count belongs to sky130_fd_sc_hd__dfrtp_1.
- For reference, the critical path is captured by uart_rx_pc.shift_reg[4].
- STA classifies the critical path startpoint as a flop.
- Among the non-sequential cells, simple AND/OR/NAND/NOR gates take the most area.
- Number of cells on the worst reg-to-reg path: 6
- The worst VDD IR drop from the latest analysis is 0.387 mV.
- Ranked by total cell area, the synthesized netlist is headed by sky130_fd_sc_hd__dfrtp_1 32%, sky130_fd_sc_hd__edfxtp_1 29%, sky130_fd_sc_hd__mux2_2 6.0%.
- Core Area: 8220 µm²
* Antenna-violating nets left: 0
- Most frequent cells after synthesis: 44 x sky130_fd_sc_hd__dfrtp_1, 33 x sky130_fd_sc_hd__edfxtp_1, 26 x sky130_fd_sc_hd__nor2_1
* CP Data Required Time: 2.58 ns
- Reg-to-reg setup timing slack: 0.53 ns
- From the final report, the count of setup violators was given as 0.
==> kinds of logic (layout without fill, tap and decap cells) <==
logic type | count (synthesis) | count (layout)
buf+inv | 19 | 34
flops | 78 | 78
xor+xnor | 9 | 9
simple gates | 96 | 96
compound gates | 36 | 36
fa+ha+maj | 9 | 9
mux | 19 | 19
==> worst max-delay path, cell delays in order, from the launching register on <==
cell and delay [ns]:
sky130_fd_sc_hd__edfxtp_1 0.47, sky130_fd_sc_hd__inv_1 0.09, sky130_fd_sc_hd__ha_1 0.22, sky130_fd_sc_hd__or2_1 0.25, sky130_fd_sc_hd__o211ai_2 0.22, sky130_fd_sc_hd__nand3_1 0.14
sky130_fd_sc_hd__mux2_1 0.32
==> final cells by class <==
type / instances / share of cell area (%)
Timing Repair Buffer: 7 / 1.60
Clock buffer: 14 / 5.19
Multi-Input combinational cell: 169 / 31.4
Tap cell: 105 / 3.49
Clock inverter: 2 / 0.931
Sequential cell: 78 / 56.3
Inverter: 11 / 1.10
==> cells in the final DEF, fill, tap and decap left out, drive strengths merged, types with 2 or more instances in the layout <==
master,instances
a21oi,5
a31oi,2
and2,15
and3,5
buf,4
clkbuf,14
clkdlybuf4s50,3
dfrtp,44
edfxtp,33
ha,9
inv,11
mux2,19
nand2,13
nand3,8
nand4,2
nor2,26
nor2b,7
nor3,5
nor3b,3
nor4,6
o2111ai,2
o21a,2
o21ai,7
o22ai,2
o2bb2ai,2
o31ai,2
o32ai,3
or2,2
xnor2,6
xor2,3
==> stage by stage <==
| stage | worst slack [ns] | hold slack (ns) |
|---|---|---|
| global route | 0.309 | 0.469 |
| CTS | 0.525 | 0.459 |
| global placement | 0.413 | 0.437 |
| finish | 0.528 | 0.457 |
| floorplan | 0.205 | 0.420 |
| detailed placement | 0.413 | 0.440 |
==> worst min-delay path by stage <==
stage                 slack [ns]  cells past startpoint                    end               startpoint
final                       0.46                      0  uart_rx_pc.rx_data[0]  uart_rx_pc.shift_reg[0]
after global routing        0.47                      0  uart_rx_pc.rx_data[4]  uart_rx_pc.shift_reg[4]
after CTS                   0.46                      0  uart_rx_pc.rx_data[5]  uart_rx_pc.shift_reg[5]
==> power by group <==
part | internal [W] | switching [W] | total [W]
clock network | 0.000609 | 0.000417 | 0.00103
logic | 0.000353 | 0.000401 | 0.000754
registers | 0.00163 | 0.000174 | 0.00181
==> metal layers <==
layer | vias up | routed length [µm]
li1 | 973 | -
met1 | 909 | 2730
met2 | 20 | 2160
met3 | 4 | 170
met4 | 0 | 46
met5 | - | 0
No activity file was given, so power comes from the tool's default toggle rates.
